[design/flow/config.mk]
export PLATFORM = sky130hd
export DESIGN_NAME = IntegerRegisters
export DESIGN_NICKNAME = IntegerRegisters
export VERILOG_FILES = /design/flow/design.v
export SDC_FILE = /design/flow/constraint.sdc
export NUM_CORES = 4
export LEC_CHECK = 1
export CORE_UTILIZATION = 40
[design/flow/design.v]
package RV32Consts;
    localparam XLEN = 32;
    typedef logic[XLEN-1:0] IntReg;
endpackage
package SysTimerConsts;
    typedef enum logic[1:0] { CYCLE, TIME, INSTRET } Timer;
endpackage
interface SysTimerIF();
    SysTimerConsts::Timer timer;
    logic upper;
    RV32Consts::IntReg data;
    modport CSRUnitPort(
        output timer,
        output upper,
        input data
    );
    modport TimerUnitPort(
        input timer,
        input upper,
        output data
    );
endinterface
interface ReadIF;
    logic[31:0] addr;
    logic[31:0] data;
    logic valid;
    modport Master(
        output addr, valid,
        input data
    );
    modport Slave(
        input addr, valid,
        output data
    );
endinterface
interface WriteIF;
    logic[31:0] addr;
    logic[31:0] data;
    logic[3:0] strb;  
    logic valid;
    modport Master(
        output addr, valid, data, strb
    );
    modport Slave(
        input addr, valid, data, strb
    );
endinterface
module IntegerRegisters(
    input logic clk,
    input logic[4:0] rs1_addr,
    input logic[4:0] rs2_addr,
    output RV32Consts::IntReg rs1_data,
    output RV32Consts::IntReg rs2_data,
    input logic[4:0] rd_addr,
    input RV32Consts::IntReg rd_data,
    input logic rd_en
);
    RV32Consts::IntReg[31:0] int_regs;
    always_comb begin
        rs1_data = (rs1_addr == 0) ? 0 : int_regs[rs1_addr];
        rs2_data = (rs2_addr == 0) ? 0 : int_regs[rs2_addr];
    end
    always_ff@(posedge clk) begin
        if(rd_en && rd_addr != 0)begin
            int_regs[rd_addr] <= rd_data;
        end
    end
endmodule
[design/flow/constraint.sdc]
current_design IntegerRegisters

set clk_period 89.5
set clk_io_pct 0.2

create_clock -name clk0 -period $clk_period [get_ports {clk}]

set non_clock_inputs [all_inputs -no_clocks]
set_input_delay [expr $clk_period * $clk_io_pct] -clock clk0 $non_clock_inputs
set_output_delay [expr $clk_period * $clk_io_pct] -clock clk0 [all_outputs]
[design/flow/run.sh]
#!/bin/bash
# OpenROAD 26Q1-2900-gdf79404cd8, Yosys 0.63+post, stock flow scripts
make -C /OpenROAD-flow-scripts/flow DESIGN_CONFIG=/design/flow/config.mk WORK_HOME=/design/flow/orfs finish
==> flow_metrics.py <==
# Metrics from the implementation run
metrics = {
    "critical_path": {
        "end_kind": "output pin",
        "crit_type": "in2out",
        "critPathTopFamily": "buffers and inverters",
        "r2r-start": "int_regs[219]",
        "arrival_ns": 21.70,
        "critical_path_depth": 8,
        "reg2reg_depth": 1,
        "path_cells": "buf_8 > buf_12 > buf_4 > mux2i_1 > a221oi_1 > o21ai_0 > a311oi_1 > clkdlybuf4s50_1",
        "critPathLaunch": "rs2_addr[2]",
        "reg2reg_slack_ns": 88.52,
        "cp-start-kind": "input port",
        "path_buffers": 4,
        "slowest_stage": "buf_4",
        "cp.required_ns": 71.60,
        "worst-path-max-fanout": 96,
        "max_stage_delay_ns": 0.72,
        "crit_path_end": "rs2_data[4]",
        "r2r_end": "int_regs[219]",
    },
    "sta": {
        "finClkSkew_ns": 0,
        "slew_viol_final": 0,
        "slew_headroom_pct": 22.6,
        "rsz0062_at_grt": "no",
        "setup-tns-final_ns": 0,
        "holdWs_ns": 0.580,
        "hold_viol_final": 0,
        "setup-violations-final": 0,
        "max_clock_freq_mhz": 25.3,
        "layout_min_cycle_time_ns": 39.60,
        "period_used_pct": 44.2,
        "tightest_slew_ns": 1.16,
    },
    "detailed_routing": {
        "drc": 0,
        "dr.pass1.iters": 5,
        "viasPerCell": 6.39,
        "drt-wirelength-per-cell_um": 33.8,
        "drt.antenna.violating_nets": 0,
        "wl_mm": 194,
        "drt_iter0_drc": 2739,
        "vias": 36700,
    },
    "run": {
        "warning_count": 32,
        "maxCapViolCount": 0,
    },
    "cells_and_area": {
        "largest_register_ff_count": 1024,
        "finish.utilization_pct": 44.9,
        "reg.largest.list": "int_regs: 1024 flops",
        "area_growth_pct": 11.3,
        "drive_gt1_share_pct": 48.7,
        "final_cells": 5741,
        "top_register": "int_regs",
    },
    "power_and_ir_drop": {
        "swShare_pct": 25.6,
        "power_frac_comb_pct": 14.8,
        "power.total_w": 0.00124,
        "power_density_nw_per_um2": 18.4,
        "peakVddDrop_uv": 16.6,
        "pwr-share-seq_pct": 47.9,
        "internal-power_w": 0.000921,
        "leakagePower_nw": 22.5,
        "clkPwrFrac_pct": 37.3,
        "power_switching_w": 0.000317,
    },
    "clock_network": {
        "clk_pin_slew_ns": 0.06,
        "clock_latency_ns": 0.75,
        "cts_resized": 0,
        "postCtsSetupBuffers": 0,
        "clockRootBuffer": "clkbuf_16",
        "numCtsBuffers": 115,
        "htree_num_levels": 3,
        "hold_buffers": 0,
        "clock_path_buffers": 3,
        "cts_tree": "built",
        "clock_sinks": 1024,
    },
    "synthesis": {
        "synthCells": 3648,
        "synth-main-ff-cell": "edfxtp_1",
        "synth.largest_area_cell": "edfxtp_1",
        "yosys_cells": 3648,
        "yosys_area_sq_um": 60600,
        "yosysUniqueCellTypes": 50,
        "top_area_share_pct": 50.8,
        "synthArstFlopShare_pct": 0,
        "syn_area_per_cell_sq_um": 16.6,
        "top_cells_by_count": "edfxtp_1 (1024), mux2_2 (870), mux4_2 (448), clkbuf_1 (200), buf_2 (145)",
        "yosysWarnings": 1,
        "post-synth-top-count-cell": "edfxtp_1",
        "syn_area_sq_um": 60600,
        "topCellsByArea": "edfxtp_1 (51%), mux4_2 (17%), mux2_2 (16%), mux2_4 (3.0%), mux2i_1 (2.1%)",
        "ys_seq_share_pct": 50.8,
        "synth-edff-count": 1024,
        "synth_flop_count": 1024,
    },
    "worst_hold_path": {
        "holdCritPathClass": "reg2reg",
        "whs_path_depth": 1,
    },
    "placed_design": {
        "dp_cells": 5529,
        "portBuffers": 112,
        "gp_congestion": 0.871,
        "dpl.hpwl_mm": 112,
    },
    "grt": {
        "grt_max_degree": 127,
        "grt_pass1_vias": 37500,
        "grt_pass1_wl_mm": 280,
        "antenna_found_initial": 3,
        "grt_overflow": 0,
        "grt_util_all_layers_pct": 27.6,
    },
    "floorplan": {
        "core_area_sq_um": 150000,
        "row_count": 142,
        "die_h_um": 391,
        "io_pins": 113,
        "chip_area_sq_um": 153000,
        "fp_util_pct": 40.3,
        "die_width_um": 391,
    },
    "run_status": {
        "outcome": "completed",
    },
}
[cells in the final DEF (no fill, tap or decap), types with 6 or more instances in the layout]
cell type        instances
nor2_4                  10
a22oi_1                 64
buf_12                   7
edfxtp_1              1024
clkdlybuf4s50_1        102
a211oi_1                64
mux2_2                 870
mux4_2                 448
bufinv_16                7
nor2b_1                 65
clkinv_1                33
clkbuf_16              116
mux2_4                 120
a221oi_1                46
a311oi_1                64
buf_4                  152
mux2i_1                128
clkinv_2                16
o21ai_0                110
o2111ai_1               18
clkbuf_1                32
mux2_1                  98
nand2_1                 37
nand3_4                  8
nand4_1                  6
[final cells by class]
type / instances / area (sq um)
diodes: 1 / 2.50
clock buffers: 148 / 3020
clock inverters: 63 / 546
fillers: 13000 / 82700
inverters: 5 / 23.8
multi-input cells: 2213 / 28100
flip-flops and latches: 1024 / 30700
well taps: 2016 / 2520
repair buffers: 271 / 2400
[how the worst min path moves through the flow]
| stage | end | startpoint | slack, ns |
|---|---|---|---|
| 5_1_grt | int_regs[401] | int_regs[401] | 0.61 |
| 4_1_cts | int_regs[978] | int_regs[978] | 0.58 |
| 6_report | int_regs[1004] | int_regs[1004] | 0.58 |
[layer usage]
layer	part of all wire, %	routed length (um)	track usage [%]	vias to the layer above
li1	-	-	-	15200
met1	37	72300	38.2	19300
met2	46	88900	39.5	1760
met3	13	25200	14.9	391
met4	3.8	7420	7.94	9
met5	0.085	165	0.829	-
[kinds of logic (layout without fill, tap and decap cells)]
logic type	after synthesis	after routing	share of synthesized area, %
AND/OR/NAND/NOR	174	174	1.79
multiplexers	1664	1664	39.8
buffers and inverters	411	487	3.16
flip-flops	1024	1024	50.8
other	0	1	0
AND-OR/OR-AND	372	372	4.47
XOR/XNOR	1	1	0.0145
adder cells (fa/ha/maj)	2	2	0.0413
[per-stage QoR]
stage               worst slack [ns]  instance area [sq um]
floorplan                      23.34                  60600
global placement               49.97                  63800
detailed placement             49.96                  63800
CTS                            49.96                  67400
global route                   49.85                  67400
finish                         49.90                  67400
[power groups by stage]
stage     combinational [W]  sequential [W]  clock, W
6_report           0.000183        0.000593  0.000461
5_1_grt            0.000194        0.000598  0.000488
4_1_cts            0.000184        0.000592  0.000471
Power figures rest on the tool's default switching activity, not on a simulated workload.
